[run.sh]
#!/bin/bash
# OpenROAD 26Q1-2900-gdf79404cd8, Yosys 0.63+post, stock flow scripts
make -C /OpenROAD-flow-scripts/flow DESIGN_CONFIG=/design/flow/config.mk WORK_HOME=/design/flow/orfs finish
[constraint.sdc]
current_design uart_tx

set clk_period 4.4
set clk_io_pct 0.2

create_clock -name clk0 -period $clk_period [get_ports {clk}]

set non_clock_inputs [all_inputs -no_clocks]
set_input_delay [expr $clk_period * $clk_io_pct] -clock clk0 $non_clock_inputs
set_output_delay [expr $clk_period * $clk_io_pct] -clock clk0 [all_outputs]
[design.v]
interface axi_if #(
    parameter ADDR_WIDTH = 4,
    parameter DATA_WIDTH = 32
) (
    input logic ACLK,
    input logic ARESETN
);
    logic [ADDR_WIDTH-1:0] AWADDR;
    logic                  AWVALID;
    logic                  AWREADY;
    logic [DATA_WIDTH-1:0] WDATA;
    logic [3:0]            WSTRB;
    logic                  WVALID;
    logic                  WREADY;
    logic [1:0]            BRESP;
    logic                  BVALID;
    logic                  BREADY;
    logic [ADDR_WIDTH-1:0] ARADDR;
    logic                  ARVALID;
    logic                  ARREADY;
    logic [DATA_WIDTH-1:0] RDATA;
    logic [1:0]            RRESP;
    logic                  RVALID;
    logic                  RREADY;
    logic uart_tx;
    logic uart_rx;
endinterface
module uart_tx #(
    parameter CLOCK_FREQ = 50000000,   
    parameter BAUD_RATE  = 9600
)(
    input  logic clk,
    input  logic rst_n,
    input  logic start,
    input  logic [7:0] data_in,
    output logic tx,
    output logic busy
);
    localparam integer CLKS_PER_BIT = CLOCK_FREQ / BAUD_RATE;
    localparam integer BIT_CNT = 10;   
    logic [$clog2(CLKS_PER_BIT)-1:0] clk_cnt;
    logic [3:0] bit_index;
    logic [9:0] tx_shift_reg;
    logic sending;
    always_ff @(posedge clk or negedge rst_n) begin
        if (!rst_n) begin
            clk_cnt      <= 0;
            bit_index    <= 0;
            tx_shift_reg <= 10'b1111111111;
            tx           <= 1'b1;
            busy         <= 0;
            sending      <= 0;
        end else begin
            if (start && !busy) begin
                tx_shift_reg <= {1'b1, data_in, 1'b0};
                bit_index    <= 0;
                clk_cnt      <= 0;
                sending      <= 1;
                busy         <= 1;
            end else if (sending) begin
                if (clk_cnt == CLKS_PER_BIT - 1) begin
                    clk_cnt <= 0;
                    tx      <= tx_shift_reg[0];
                    tx_shift_reg <= {1'b1, tx_shift_reg[9:1]};
                    bit_index <= bit_index + 1;
                    if (bit_index == BIT_CNT - 1) begin
                        sending <= 0;
                        busy    <= 0;
                        tx      <= 1;
                    end
                end else begin
                    clk_cnt <= clk_cnt + 1;
                end
            end
        end
    end
endmodule
[config.mk]
export PLATFORM = sky130hd
export DESIGN_NAME = uart_tx
export DESIGN_NICKNAME = uart_tx
export VERILOG_FILES = /design/flow/design.v
export SDC_FILE = /design/flow/constraint.sdc
export NUM_CORES = 4
export LEC_CHECK = 1
export CORE_UTILIZATION = 30
==> results.py <==
# Flow results
metrics = {
    "routing": {
        "routed_wirelength_um": 2970,
        "detailed_routing_iteration_count_for_the_pre_antenna_repair_pass": 4,
        "num_vias": 1171,
        "via_per_inst": 5.03,
        "ant_nets": 0,
        "routed_wire_length_per_instance_um": 12.7,
        "drc": 0,
        "diodes": 0,
        "initialDrtViolationCount": 72,
    },
    "sta": {
        "slew_at_the_pin_with_the_worst_max_slew_slack_ns": 0.649,
        "slew-limit-headroom": 0.567,
        "layout_setup_ws_ns": 1.95,
        "finalSetupTns_ns": 0,
        "final_hold_violations": 0,
        "final.hold.worst_slack_ns": 0.479,
        "final_max_slew_viol_count": 0,
        "setup_viol_count_final": 0,
        "post-route-min-period_ns": 2.45,
        "rsz_0062_raised_after_global_routing": "no",
        "fin_worst_skew_ns": 0.00633,
        "achievable-frequency_ghz": 0.408,
        "layout_worst_path_cycle_share": 0.556,
    },
    "worst_setup_path": {
        "max_stage_delay_ns": 0.49,
        "critical_path_arrival_ns": 2.66,
        "worst_setup_path_start_kind": "primary input",
        "slowest_stage_cell_crit_path": "sky130_fd_sc_hd__or4_4",
        "worst_ep_required_time_ns": 4.61,
        "timing.critical_path.fanout_max": 19,
        "crit_chain": "clkdlybuf4s50_1 > nand2b_1 > a21o_1 > or4_4 > a21oi_2",
        "timing.critical_path.to_type": "flip-flop",
        "crit_path_category": "in -> reg",
    },
    "cts": {
        "postCtsResizedCells": 0,
        "ctsHoldBuffers": 0,
        "clockRootBuffer": "sky130_fd_sc_hd__clkbuf_8",
        "cts_max_path_buffers": 2,
        "clock-sinks": 29,
        "clock_tree.htree_level_count": 2,
        "post-cts-setup-buffers": 0,
        "numCtsBuffers": 5,
        "clkTransAtPathRegs_ns": 0.06,
        "insertion_delay_ns": 0.28,
        "tritoncts_clock_tree": "built",
    },
    "floorplan": {
        "chipHeight_um": 73.7,
        "pin_count": 13,
        "die_area_sq_mm": 0.00543,
        "number_of_rows_in_the_core_area": 25,
        "core_area_sq_mm": 0.00485,
        "die_w_um": 73.7,
        "floorplan_core_density": 0.318,
    },
    "place": {
        "io_buffer_count": 12,
        "dp_cells": 225,
        "placement.setup.worst_slack_ns": 1.65,
        "dp_hpwl_um": 1990,
        "gp_congestion": 0.793,
    },
    "finish": {
        "largest_register_ff_count": 13,
        "n_fill_cell": 478,
        "layout.cells.non_filler": 233,
        "layout.cells.most_common": "sky130_fd_sc_hd__dfrtp_1",
        "highest_count_cells_in_the_layout_ignoring_fill_and_taps": "19 x sky130_fd_sc_hd__dfrtp_1, 18 x sky130_fd_sc_hd__nor2_1, 14 x sky130_fd_sc_hd__nand2_1",
        "syn_to_final_growth_pct": 17.7,
        "layout_cells_sized_above_1": 0.163,
    },
    "pwr": {
        "comb_power_share": 0.178,
        "power.switching_uw": 228,
        "max_rail_drop_vdd_uv": 164,
        "netSwitchingFraction": 0.319,
        "power.internal_uw": 486,
        "cellPowerDensity_mw_per_mm2": 393,
        "seqPwrFrac": 0.530,
        "pwr-share-clk": 0.292,
        "p_leak_uw": 0.000758,
    },
    "synth": {
        "syn-cell-area_sq_mm": 0.00154,
        "synth.ff_latch_count": 29,
        "async_flop_share": 1.00,
        "synth.lib_cells_used.distinct": 40,
        "postSynthCellCount": 151,
        "ys_seq_share": 0.479,
        "syn_area_per_cell_sq_um": 10.2,
        "predominant_post_synthesis_flop_cell": "sky130_fd_sc_hd__dfrtp_1",
        "yosysWarnings": 1,
        "synth-edff-count": 0,
        "synth_chip_area_sq_mm": 0.00154,
        "ys_cells": 151,
    },
    "flow_run": {
        "total_number_of_warnings_across_the_stage_logs": 26,
        "max_cap_viol_count": 0,
    },
    "grt": {
        "first_pass_grt_wire_length_um": 5340,
        "initial_antenna_violation_count": 0,
        "grt_overflow_total": 0,
        "grt.total_usage": 0.129,
        "grt_start_max_net_pins": 30,
        "first_global_vias": 1136,
    },
    "outcome": {
        "run_status": "finished, final reports clean",
    },
    "min_path": {
        "hp-class": "reg -> reg",
    },
}
[cells in the mapped netlist, drive strengths merged, types with 5 or more instances]
library cell  number  area [sq um]
dfrtp             19           475
nor2              18          67.6
nand2             14          52.6
a21oi             11          58.8
dfstp             10           263
o21ai              7          35.0
mux2i              6          60.1
nand3              6          30.0
xor2               6          52.6
clkbuf             5          18.8
inv                5          18.8
nand4              5          61.3
[worst paths after layout]
| kind | startpoint | endpoint | slack [ns] | depth (start not counted) |
|---|---|---|---|---|
| worst max-delay path | start | clk_cnt[12] | 1.95 | 5 |
| worst min-delay path | tx_shift_reg[8] | tx_shift_reg[8] | 0.48 | 2 |
| worst max register to register | clk_cnt[0] | bit_index[3] | 2.45 | 5 |
| worst min register to register | tx_shift_reg[8] | tx_shift_reg[8] | 0.48 | 2 |
| max in group asynchronous | rst_n | tx_shift_reg[6] | 3.09 | 2 |
| min in group asynchronous | rst_n | clk_cnt[5] | 0.98 | 2 |
[power groups by stage]
stage                 registers (uW)  logic (uW)  clock network (uW)
after CTS                        378         128                 214
after global routing             387         144                 225
final                            379         127                 209
[per-layer routing]
layer / vias to the layer above / track usage / routed length, um
li1: 573 / - / -
met1: 572 / 0.213 / 1590
met2: 22 / 0.178 / 1220
met3: 4 / 0.0361 / 133
met4: 0 / 0.0107 / 21
met5: - / 0 / 0
[metrics by stage]
step	instance area, sq um	power (uW)	utilization
finish	1820	714	0.374
global route	1820	756	0.374
CTS	1820	720	0.374
detailed placement	1730	507	0.357
global placement	1730	507	0.357
floorplan	1540	463	-
[critical path: cells and delay by family]
family,cells,cell delay [ns]
AOI/OAI and AO/OA,2,0.47
buffers and inverters,1,0.47
and+or+nand+nor,2,0.84
[cell families (layout without fill, tap and decap cells)]
kind of cell | after synthesis | in the layout | synth area share
AND/OR/NAND/NOR | 59 | 59 | 0.234
AND-OR/OR-AND | 33 | 33 | 0.140
adder cells (fa/ha/maj) | 3 | 3 | 0.0243
buffers and inverters | 12 | 27 | 0.0308
flip-flops | 29 | 29 | 0.479
XOR/XNOR | 7 | 7 | 0.0397
multiplexers | 8 | 8 | 0.0535
[area by class of cell]
class	instances	area (sq um)	area share
Tap cell	67	83.8	0.0462
Clock inverter	2	10.0	0.00551
Inverter	5	18.8	0.0103
Sequential cell	29	738	0.407
Timing Repair Buffer	14	135	0.0744
Multi-Input combinational cell	110	757	0.417
Clock buffer	6	72.6	0.0400
Power is estimated from default activity; no workload was simulated.

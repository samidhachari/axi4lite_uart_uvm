## flow/run.sh

```bash
#!/bin/bash
# OpenROAD 26Q1-2900-gdf79404cd8, Yosys 0.63+post, stock flow scripts
make -C /OpenROAD-flow-scripts/flow DESIGN_CONFIG=/design/flow/config.mk WORK_HOME=/design/flow/orfs finish
```

## flow/config.mk

```make
export PLATFORM = sky130hd
export DESIGN_NAME = uart_rx
export DESIGN_NICKNAME = uart_rx
export VERILOG_FILES = /design/flow/design.v
export SDC_FILE = /design/flow/constraint.sdc
export NUM_CORES = 4
export LEC_CHECK = 1
export CORE_AREA = 10 10 108 108
export DIE_AREA = 0 0 118 118
```

## flow/constraint.sdc

```tcl
current_design uart_rx

set clk_period 3.8
set clk_io_pct 0.2

create_clock -name clk0 -period $clk_period [get_ports {clk}]

set non_clock_inputs [all_inputs -no_clocks]
set_input_delay [expr $clk_period * $clk_io_pct] -clock clk0 $non_clock_inputs
set_output_delay [expr $clk_period * $clk_io_pct] -clock clk0 [all_outputs]
```

## flow/design.v

```verilog
interface axi_if #(
    parameter ADDR_WIDTH = 4,
    parameter DATA_WIDTH = 32
) (
    input logic ACLK,
    input logic ARESETN
);
    logic [ADDR_WIDTH-1:0] AWADDR;
    logic                  AWVALID;
    logic                  AWREADY;
    logic [DATA_WIDTH-1:0] WDATA;
    logic [3:0]            WSTRB;
    logic                  WVALID;
    logic                  WREADY;
    logic [1:0]            BRESP;
    logic                  BVALID;
    logic                  BREADY;
    logic [ADDR_WIDTH-1:0] ARADDR;
    logic                  ARVALID;
    logic                  ARREADY;
    logic [DATA_WIDTH-1:0] RDATA;
    logic [1:0]            RRESP;
    logic                  RVALID;
    logic                  RREADY;
    logic uart_tx;
    logic uart_rx;
endinterface
module uart_rx #(
    parameter CLOCK_FREQ = 50000000,
    parameter BAUD_RATE  = 9600
)(
    input  logic clk,
    input  logic rst_n,
    input  logic rx,
    output logic [7:0] data_out,
    output logic valid
);
    localparam integer CLKS_PER_BIT = CLOCK_FREQ / BAUD_RATE;
    logic [3:0] bit_index;
    logic [7:0] rx_shift_reg;
    logic [$clog2(CLKS_PER_BIT)-1:0] clk_cnt;
    logic receiving;
    logic [1:0] rx_sync;
    always_ff @(posedge clk or negedge rst_n) begin
        if (!rst_n) begin
            bit_index   <= 0;
            clk_cnt     <= 0;
            rx_shift_reg <= 0;
            receiving   <= 0;
            valid       <= 0;
            rx_sync     <= 2'b11;
        end else begin
            rx_sync <= {rx_sync[0], rx};
            if (!receiving && rx_sync == 2'b10) begin
                receiving <= 1;
                clk_cnt   <= CLKS_PER_BIT / 2;  
                bit_index <= 0;
                valid     <= 0;
            end else if (receiving) begin
                if (clk_cnt == CLKS_PER_BIT - 1) begin
                    clk_cnt <= 0;
                    if (bit_index < 8) begin
                        rx_shift_reg[bit_index] <= rx_sync[1];
                        bit_index <= bit_index + 1;
                    end else begin
                        receiving <= 0;
                        data_out <= rx_shift_reg;
                        valid <= 1;
                    end
                end else begin
                    clk_cnt <= clk_cnt + 1;
                end
            end else begin
                valid <= 0;
            end
        end
    end
endmodule
```

==> flow_summary_export.csv <==
group,metric,value,unit
detailed_routing,num_antenna_cells,0,
sta,timing_max_transition_violations_final,0,
clock_tree,clock_tree.buffer_depth,2,
grt,wire_length_of_the_first_global_routing_pass,6.09,mm
power_and_ir_drop,cellPowerDensity,457,mW/mm2
critical_path,worstPathRequired,3.76,ns
floorplanning,vertical_die_size,118,um
synth,number_of_cells_in_yosys_stat,174,
synth,ys_seq_elements,37,
floorplanning,floorplan.rows,35,
clock_tree,tritoncts,"built",
floorplanning,core-area,0.00928,mm2
synth,post_synth.cell_area_avg,10.6,um2
sta,fin_setup_tns,0,ns
power_and_ir_drop,power.ir.vdd_worst,146,uV
power_and_ir_drop,cellLeakagePower,0.000854,uW
place,place_hpwl,2.45,mm
sta,min_period,2.48,ns
synth,ys_area,0.00184,mm2
clock_tree,cts_resized,0,
finish,areaGrowthSynthToFinish,20.4,%
finish,largest_register_ff_count,13,
critical_path,criticalPathCategory,"reg2reg",
grt,grt_util_all_layers,5.01,%
floorplanning,fp-utilization,19.9,%
sta,grt_setup_unrepaired,"no",
synth,edf_count,8,
finish,layout-drive-gt1-share,10.5,%
detailed_routing,detail_route.first_pass.iterations,4,
sta,final-setup-viol-count,0,
detailed_routing,avgViaCountPerCell,4.21,
hold_path,hold_path_depth,0,
synth,synth.largest_area_cell,"dfrtp_1",
synth,most_common_cell,"dfrtp_1",
place,gpl.final_weighted_congestion,0.838,
sta,hold_violations,0,
run,maxCapViolations,0,
sta,fmax,403,MHz
synth,ys.warnings.count,1,
synth,netlist_area,0.00184,mm2
outcome,result_of_the_run,"complete, no violations",
detailed_routing,first_drt_iteration_drcs,40,
detailed_routing,postRouteWirelength,3.52,mm
critical_path,critical-path-max-stage-delay,0.62,ns
critical_path,timing.critical_path.from_type,"flop",
clock_tree,numCtsBuffers,5,
finish,final_cells,319,
detailed_routing,via_count,1344,
finish,layout.core_utilization,23.9,%
finish,area.sequential,968,um2
clock_tree,cts.sink_count,37,
synth,share_of_flip_flops_with_an_asynchronous_set_or_reset_after_synthesis,78.4,%
sta,layout_worst_path_cycle_share,65.2,%
critical_path,slowest_stage,"nor4_2",
grt,first_global_vias,1336,
run,stage_log_warnings,29,
clock_tree,cts_htree_levels,2,
detailed_routing,drc_viols,0,
synth,synth.comb.largest_family,"simple AND/OR/NAND/NOR gates",
detailed_routing,routedWlPerCell,11.0,um
grt,grt_antenna_before_repair,0,
synth,synth-main-ff-cell,"dfrtp_1",
place,numPortBuffers,11,
synth,post_synth_main_area_contributors,"dfrtp_1 (37%), edfxtp_1 (13%), ha_1 (4.1%), nand2_1 (3.3%), nor2_1 (3.1%)",
finish,n_fill_cell,1011,
clock_tree,cts_root_buffer,"clkbuf_8",
synth,synth_cell_type_count,47,
critical_path,worst_path_fanout_max,8,
synth,yosys.area_share.simple,20.5,%
finish,multi_input_comb_area,811,um2
sta,finClkSkew,0.00510,ns
sta,maxSlewHeadroom,52.3,%
synth,xor_share,2.85,%
detailed_routing,route.antenna.remaining_nets,0,
synth,most_instantiated_cells_after_synthesis,"dfrtp_1 (27), nand2_1 (16), nor2_1 (15), inv_1 (11), o21ai_0 (9)",
clock_tree,hold_fix_buffers_cts,0,
critical_path,critical_path_arrival,2.44,ns
critical_path,cp_cell_sequence,"or4b_4, nor4_2, and4b_1",
hold_path,holdCritPathClass,"reg2reg",
clock_tree,skew_pair_late_insertion_delay,0.29,ns
synth,syn_inst,174,
synth,post_synth_mux_area_share,2.99,%
sta,transition_time_at_the_pin_with_the_least_slew_margin,0.709,ns
synth,synth_compound_gate_area_share,13.6,%
grt,grt-ovfl-total,0,
floorplanning,die_w,118,um
critical_path,worst_r2r_path_depth,3,
grt,grt_start_max_net_pins,31,
critical_path,critical_path_capture_point_type,"flop",
clock_tree,worst_setup_hold_path_clk_slew,0.07,ns
floorplanning,io_pins,12,
synth,synthAdderAreaFrac,4.07,%
floorplanning,chip_area,0.0139,mm2
clock_tree,cts_setup_buffers,0,
synth,yosys.stat.seqShare,52.5,%
place,place.detailed.instances,311,
synth,post-synth-top-area-fraction,36.7,%
## power by group
| group | switching [uW] | internal, uW | total (uW) |
|---|---|---|---|
| Sequential | 65.3 | 454 | 519 |
| Clock | 140 | 213 | 353 |
| Combinational | 69.8 | 71.4 | 141 |
## critical path: cells and delay by family, from the launching register on
| family | cells | cell delay (ns) |
|---|---|---|
| and+or+nand+nor | 3 | 1.74 |
| DFF | 1 | 0.41 |
## path summary, 6_finish.rpt
kind                                   startpoint  slack, ns                      to
min                          rx_sync[0]$_DFF_PN1_       0.38    rx_sync[1]$_DFF_PN1_
max                        clk_cnt[8]$_DFFE_PN0P_       1.32   data_out[0]$_DFFE_PP_
max in group asynchronous                   rst_n       2.64    rx_sync[0]$_DFF_PN1_
min in group asynchronous                   rst_n       0.85  clk_cnt[8]$_DFFE_PN0P_
min reg2reg                  rx_sync[0]$_DFF_PN1_       0.38    rx_sync[1]$_DFF_PN1_
max reg2reg                clk_cnt[8]$_DFFE_PN0P_       1.32   data_out[0]$_DFFE_PP_
## final cells by class
cell class	count	area share [%]
Inverter	11	1.86
Sequential cell	37	43.6
Clock buffer	6	3.72
Timing Repair Buffer	12	5.30
Multi-Input combinational cell	122	36.5
Tap cell	129	7.27
Clock inverter	2	1.69
## per-stage QoR
step	power [uW]	hold slack (ns)	setup WS, ns	instance area, um2
6_report	1010	0.380	1.32	2220
5_1_grt	1070	0.393	1.20	2220
4_1_cts	1020	0.382	1.30	2220
3_5_place_dp	666	0.371	1.31	2100
3_3_place_gp	666	0.367	1.37	2100
2_1_floorplan	622	0.361	1.61	1840
## routing by layer
metal / wire (um) / global-route usage (%) / vias up
li1: - / - / 660
met1: 1690 / 6.56 / 643
met2: 1560 / 8.11 / 32
met3: 227 / 1.70 / 9
met4: 38 / 0.541 / 0
met5: 0 / 0 / -
## kinds of logic after synthesis
group / count (synthesis)
AND-OR/OR-AND: 38
buffers and inverters: 15
AND/OR/NAND/NOR: 67
adder cells (fa/ha/maj): 6
flip-flops: 37
multiplexers: 5
XOR/XNOR: 6
## cells in the final DEF (no fill, tap or decap), types with 2 or more instances in the layout
master and count:
ha_1 6, nor3b_1 2, or3_1 2, or2_2 2, inv_1 11, o31ai_1 5
edfxtp_1 8, nor3_1 5, nand4b_1 2, clkbuf_8 6, clkdlybuf4s50_1 11, a211oi_1 2
o21ai_0 9, nor2_1 15, nor2b_1 2, dfrtp_1 27, nand2b_1 2, a21oi_1 5
nand3_1 5, dfstp_2 2, nor4_2 2, o21a_1 2, o21ai_1 4, nor4_1 3
xnor2_1 5, a22o_1 4, nand2_1 16, mux2_2 3
No activity file was given, so power comes from the tool's default toggle rates.
